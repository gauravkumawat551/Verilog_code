==> ./design.v <==
`timescale 1ns / 1ps
module mul(a,b,p);
  input[2:0]a,b;
  output [5:0]p;
  reg [5:0]c;
  reg [6:0]s;
  always@(a,b) begin
    reg temp_s,temp_c;
    Haddr(s[1],c[0],a[1]&b[0],a[0]&b[1]);
    Faddr(s[2],c[1],a[2]&b[0],a[1]&b[1],c[0]);
    Haddr(s[3],c[2],a[0]&b[2],s[2]);
    Faddr(s[4],c[3],a[2]&b[1],c[1],c[2]);
    Haddr(s[5],c[4],a[1]&b[2],s[4]);
    Faddr(s[6],c[5],a[2]&b[2],c[3],c[4]);
  end
  assign  p[0]=a[0]&b[0];
  assign p[1]=s[1];
  assign p[2]=s[3];
  assign p[3]=s[5];
  assign p[4]=s[6];
  assign p[5]=c[5];
  task Haddr;
    output s,c;
    input a,b;
    begin
      s=a^b;
      c=a&b;
    end
  endtask
  task Faddr;
    output s,c;
    input a,b,cin;
    begin
      s=a^b^cin;
      c=(a&b)|(a&cin)|(b&cin);
    end
  endtask
endmodule
==> ./run.sh <==
#!/bin/bash
# OpenROAD 26Q1-2900-gdf79404cd8, Yosys 0.63+post, stock flow scripts
make -C /OpenROAD-flow-scripts/flow DESIGN_CONFIG=/design/flow/config.mk WORK_HOME=/design/flow/orfs finish
==> ./config.mk <==
export PLATFORM = sky130hd
export DESIGN_NAME = mul
export DESIGN_NICKNAME = mul
export VERILOG_FILES = /design/flow/design.v
export SDC_FILE = /design/flow/constraint.sdc
export NUM_CORES = 4
export LEC_CHECK = 1
export CORE_AREA = 10 10 70 70
export DIE_AREA = 0 0 80 80
==> ./constraint.sdc <==
current_design mul

set clk_period 2.6
set clk_io_pct 0.2

create_clock -name clk0 -period $clk_period

set non_clock_inputs [all_inputs -no_clocks]
set_input_delay [expr $clk_period * $clk_io_pct] -clock clk0 $non_clock_inputs
set_output_delay [expr $clk_period * $clk_io_pct] -clock clk0 [all_outputs]
==> flow_metrics.py <==
# Synthesis and PnR figures
metrics = {
    "layout": {
        "finish.instance_area_um2": 387,
        "lay_top_cells": "and2_1 (5), buf_4 (4), fa_1 (3), clkdlybuf4s50_1 (3), buf_2 (3)",
        "area_delta_synth_final_pct": 141,
        "final-comb-area_um2": 171,
        "mostFrequentLayoutCell": "and2_1",
        "fillers": 396,
        "seq_cells": 0,
        "flop_area_um2": 0,
        "n_clock_buffer": 0,
        "drive_gt1_share_pct": 50.0,
    },
    "yosys": {
        "synth_cells": 18,
        "top_area_cell": "fa_1",
        "syn_avg_cell_area_um2": 8.90,
        "netlist_area_um2": 160,
        "ys_chip_area_um2": 160,
        "synth_warnings": 1,
        "synth_top_area_share_pct": 37.5,
        "yosysUniqueCellTypes": 5,
        "ys_cells": 18,
        "synth_seq_share_pct": 0,
        "top_cells_by_area": "fa_1 (38%), and2_1 (27%), ha_1 (23%)",
    },
    "worst_setup_path": {
        "path_class": "in -> out",
        "startpoint_type": "input port",
        "crit_slowest_cell": "fa_1",
        "crit_top_cell": "fa_1",
        "arrival_ns": 2.73,
        "slowest_delay_ns": 0.47,
        "endpoint_kind": "output pin",
        "crit_path_cell_trace": "buf_8 -> and2_4 -> ha_4 -> inv_2 -> fa_1 -> inv_1 -> ha_2 -> fa_1 -> ha_2 -> fa_1 -> buf_2",
        "required_ns": 2.08,
        "path_max_fanout": 2,
    },
    "power_and_ir_drop": {
        "switching_share_pct": 32.4,
        "power_density_nw_per_um2": 129,
        "p_comb_share_pct": 100.0,
        "ir_drop_uv": 16.2,
        "clkPwrFrac_pct": 0,
        "leakage_nw": 0.173,
        "pwr-share-seq_pct": 0,
        "p_int_uw": 33.6,
        "finalPower_uw": 49.8,
        "power.switching_uw": 16.1,
    },
    "timing": {
        "fin_crit_sh_pct": 125,
        "slew_viol_final": 0,
        "relSlewSlack_pct": 93.5,
        "period_needed_ns": 3.25,
        "whs_ns": 1.57,
        "rsz0062_at_grt": "yes",
        "tightest_slew_ns": 0.0973,
        "hold_viol": 0,
        "fmax_mhz": 307,
        "fin_ws_ns": -0.653,
        "finalSetupViolCount": 3,
        "fin_tns_setup_ns": -1.55,
    },
    "global_routing": {
        "grt_use_met1_pct": 1.47,
        "grt_pass1_wl_um": 938,
        "busiest_layer": "met2",
        "antenna_found_initial": 0,
        "overflow": 0,
        "grt_max_degree": 4,
        "track_usage_pct": 1.83,
        "grt_use_met2_pct": 4.57,
        "grt_use_met3_pct": 0,
        "grt_pass1_vias": 178,
    },
    "drt": {
        "antenna_left": 0,
        "diodes": 0,
        "wire_per_inst_um": 7.24,
        "route.vias.total": 177,
        "first_iter_violations": 0,
        "drt_wl_total_um": 579,
        "drc": 0,
        "firstDrtPassIters": 1,
        "vias_per_cell": 2.21,
    },
    "floorplan": {
        "dieHeight_um": 80,
        "dieWidth_um": 80,
        "fp.dieArea_um2": 6400,
        "rows": 21,
        "fp-utilization_pct": 4.69,
        "design.core.area_um2": 3420,
        "ios": 12,
    },
    "run_status": {
        "violations": "setup timing",
        "status": "complete, but fails checks",
    },
    "job": {
        "drv_cap": 0,
        "warnings": 35,
    },
    "placement": {
        "portBuffers": 12,
        "gp_congestion": 0.753,
        "placed_area_um2": 375,
        "dp_slack_ns": -1.54,
        "dp_hpwl_um": 564,
    },
    "clock_network": {
        "hold_buffers": 0,
    },
    "hold_path": {
        "hp-class": "in -> out",
    },
}
[layout make-up]
| class | count | area share [%] |
|---|---|---|
| well taps | 46 | 14.9 |
| repair buffers | 16 | 37.9 |
| inverters | 3 | 2.91 |
| multi-input cells | 15 | 44.3 |
[cell usage after synthesis, drive strengths merged]
| cell type | number |
|---|---|
| ha | 3 |
| nand2 | 2 |
| inv | 3 |
| and2 | 7 |
| fa | 3 |
[critical path, delay by kind of cell]
kind / cells / cell delay, ns
adder cells (fa/ha/maj): 6 / 1.76
buffers and inverters: 4 / 0.30
AND/OR/NAND/NOR: 1 / 0.15
[cell families (layout without fill, tap and decap cells)]
kind of cell / Yosys count / count (layout) / synth area share [%]
simple gates: 9 / 9 / 32.0
fa+ha+maj: 6 / 6 / 60.9
buf+inv: 3 / 19 / 7.03
[metrics by stage]
stage	instances	utilization, %
global route	80	11.3
global placement	78	11.0
floorplan	18	-
CTS	80	11.3
finish	80	11.3
detailed placement	78	11.0
[worst paths after layout]
path	from	to	slack, ns	cells after the start
max	a[1]	p[4]	-0.65	11
min	a[1]	p[3]	1.57	5
[power by group through the flow]
stage | registers, mW | clock network, mW | logic, mW
after global routing | 0 | 0 | 0.0574
final | 0 | 0 | 0.0498
after CTS | 0 | 0 | 0.0525
[routing by layer]
layer	wire, um	up-vias	part of all wire (%)
li1	-	87	-
met1	127	90	22
met2	451	0	78
met3	0	0	0
met4	0	0	0
met5	0	-	0
[what timing repair did]
action,CTS,global route
buffers inserted,2,0
pin swaps,7,7
gates resized,34,1
setup endpoints to repair,4,3
gates cloned,0,0
No activity file was given, so power comes from the tool's default toggle rates.
