==> flow/design.v <==
`timescale 1ns / 1ps
module up_down(clk,reset,ud,q);
  input clk,reset,ud;
  output reg[3:0]q;
  initial q=4'b0000; 
  always@(posedge clk)begin
    if(reset)
      q=4'b0000;
      else begin
        if(ud) 
        	q=q+1'b1;
    	else 
          q=q-1'b1; end
    if(q<4'b0000)
      q=4'b1111;
  end
endmodule
==> flow/run.sh <==
#!/bin/bash
# OpenROAD 26Q1-2900-gdf79404cd8, Yosys 0.63+post, stock flow scripts
make -C /OpenROAD-flow-scripts/flow DESIGN_CONFIG=/design/flow/config.mk WORK_HOME=/design/flow/orfs finish
==> flow/config.mk <==
export PLATFORM = sky130hd
export DESIGN_NAME = up_down
export DESIGN_NICKNAME = up_down
export VERILOG_FILES = /design/flow/design.v
export SDC_FILE = /design/flow/constraint.sdc
export NUM_CORES = 4
export LEC_CHECK = 1
export CORE_AREA = 10 10 70 70
export DIE_AREA = 0 0 80 80
==> flow/constraint.sdc <==
current_design up_down

set clk_period 2.8
set clk_io_pct 0.2

create_clock -name clk0 -period $clk_period [get_ports {clk}]

set non_clock_inputs [all_inputs -no_clocks]
set_input_delay [expr $clk_period * $clk_io_pct] -clock clk0 $non_clock_inputs
set_output_delay [expr $clk_period * $clk_io_pct] -clock clk0 [all_outputs]
==> run_results.csv <==
group,metric,value,unit
die,die_y,80,um
layout,areaGrowthSynthToFinish,73.2,%
routing,route.detailed.drc,0,
logic_synthesis,yosysTopAreaCell,"dfxtp_1",
pwr,leakage,0.119,nW
routing,wl_per_cell,6.49,um
timing,setup_violations,0,
logic_synthesis,yosysWarnings,1,
clock_tree,clock-sinks,4,
status,status,"complete, no violations",
logic_synthesis,synth_area,191,sq um
job,maxCapViolations,0,
logic_synthesis,area_leaders,"dfxtp_1, ha_1, fa_1",
routing,antenna_left,0,
clock_tree,cts_buffers,3,
routing,firstDrtPassIters,2,
job,warnings,25,
logic_synthesis,yosys_cells,18,
logic_synthesis,ys_ff,4,
timing,clock_skew,0.00212,ns
critical_path,crit_chain,"clkdlybuf4s50_1 > inv_1 > ha_1 > a21oi_1 > a21o_1 > a21oi_2",
layout,largest_reg_flops,4,
grt,grtUsageTotal,0.0171,
grt,grt-ovfl-total,0,
logic_synthesis,top_cell,"dfxtp_1",
die,core_area,3420,sq um
place,place_inst,70,
timing,clock.fmax,0.561,GHz
timing,post-route-period-util,0.636,
layout,drive_gt1_frac,0.148,
die,initial_core_util,0.0560,
critical_path,end_kind,"flop",
pwr,p_per_area,634,nW/um^2
grt,grt_pass1_vias,163,
routing,drt-initial-drc-count,1,
logic_synthesis,netlist_top_cells_count,"dfxtp_1, ha_1, nand3_1, nor2_1, xnor2_1",
critical_path,cp.required,2.92,ns
logic_synthesis,ys_seq_share,0.418,
timing,slew_headroom,0.868,
timing,slew_violations,0,
clock_tree,cts.repair.resized,0,
logic_synthesis,yosys_area,191,sq um
place,port-buffer-count,6,
logic_synthesis,syn_inst,18,
clock_tree,post_cts_buffers,0,
timing,min_period,1.78,ns
layout,final_cells,73,
logic_synthesis,edf_count,0,
grt,grt_start_max_net_pins,5,
logic_synthesis,avgSynthCellArea,10.6,sq um
clock_tree,clockBufferDepth,2,
critical_path,startpoint_type,"primary input",
critical_path,crit_buf_inv,2,
clock_tree,insertion_delay,0.23,ns
clock_tree,cts_hold_buffers,0,
grt,antenna_found_initial,0,
place,place_congestion,0.652,
routing,drt-total-wl,474,um
logic_synthesis,synth_top_area_share,0.418,
die,dieWidth,80,um
critical_path,cp_data_arrival_time,1.90,ns
clock_tree,cts_tree,"done",
routing,drt-vias-per-instance,2.03,
critical_path,critical_path.slowest_cell,"clkdlybuf4s50_1",
logic_synthesis,ff_type,"dfxtp_1",
grt,grt_pass1_wl,786,um
die,die_area,6400,sq um
pwr,ir_worst_vdd,179,uV
logic_synthesis,yosys.cell_types.count,11,
routing,antenna_cells,0,
logic_synthesis,async_reset_ff_frac,0,
critical_path,crit_type,"in -> reg",
critical_path,max_stage_delay,0.50,ns
timing,worst_slew_pin_slew,0.196,ns
timing,finalHoldViolCount,0,
clock_tree,cts_max_level,1,
clock_tree,clk_pin_slew,0.04,ns
critical_path,critPathMaxFanout,3,
clock_tree,cts_root_buf,"clkbuf_4",
timing,rsz0062_at_grt,"no",
timing,timing.setup.tns,0,ns
routing,routed-via-count,148,
critical_path,crit_family,"buffers and inverters",
die,fp-row-count,21,
die,num_io_pins,7,
worst_hold_path,hold_class,"reg -> reg",
cell type report:
cell class / count / area (sq um)
fill: 404 / 3080
multi-input combinational: 13 / 108
sequential: 4 / 80.1
timing repair buffer: 6 / 60.1
tap: 46 / 57.6
clock buffer: 3 / 22.5
inverter: 1 / 3.75
cell families (layout without fill, tap and decap cells):
logic type               after synthesis  in the layout  share of synthesized area
flip-flops                             4              4                      0.418
XOR/XNOR                               2              2                     0.0915
AND-OR/OR-AND                          3              3                      0.111
AND/OR/NAND/NOR                        5              5                      0.124
adder cells (fa/ha/maj)                3              3                      0.235
buffers and inverters                  1             10                     0.0196
metrics by stage:
stage,area [sq um],total power [W],setup slack (ns),utilization,hold WS (ns)
floorplan,191,0.000110,1.38,-,0.433
CTS,332,0.000215,1.02,0.0971,0.486
global route,332,0.000233,0.920,0.0971,0.522
global placement,309,0.000140,0.790,0.0905,0.466
detailed placement,309,0.000142,0.771,0.0905,0.475
finish,332,0.000210,1.02,0.0971,0.486
placed cells by master (no fill, tap or decap):
cell / Yosys / final
clkdlybuf4s50_1: 0 / 6
dfxtp_1: 4 / 4
clkbuf_4: 0 / 3
nor2_1: 2 / 2
xnor2_1: 2 / 2
nand3_1: 2 / 2
ha_1: 2 / 2
inv_1: 1 / 1
a21oi_1: 1 / 1
a21o_1: 1 / 1
a21oi_2: 1 / 1
nor2b_1: 1 / 1
fa_1: 1 / 1
power breakdown:
| part | switching (W) | total (W) | internal (W) |
|---|---|---|---|
| sequential | 0.00000792 | 0.0000762 | 0.0000683 |
| combinational | 0.0000232 | 0.0000636 | 0.0000404 |
| clock | 0.0000225 | 0.0000703 | 0.0000479 |
worst paths after layout:
check | startpoint | end | slack, ns | cells after the start
worst min-delay path | q[0] | q[0] | 0.49 | 1
worst max-delay path | ud | q[3] | 1.02 | 6
worst max register to register | q[2] | q[3] | 1.66 | 4
worst min register to register | q[0] | q[0] | 0.49 | 1
metal layers:
| layer | routed length [um] | track usage |
|---|---|---|
| met1 | 194 | 0.0186 |
| met2 | 188 | 0.0193 |
| met3 | 91 | 0.0227 |
| met4 | 0 | 0.00352 |
| met5 | 0 | 0 |
Power and IR drop assume default switching activity.
