--- /design/flow/design.v ---
module parity_corrector(
    input [7:0] data,  
    output [2:0] error_bit,
    output reg [7:0] corrected_data);
    wire [2:0] error_bit_wire; 
    assign error_bit_wire[0] = data[1] ^ data[3] ^ data[5] ^ data[7];
    assign error_bit_wire[1] = data[2] ^ data[3] ^ data[6] ^ data[7];
    assign error_bit_wire[2] = data[4] ^ data[5] ^ data[6] ^ data[7];
    assign error_bit = error_bit_wire;
    always @(*) begin
        corrected_data = data; 
        corrected_data[error_bit_wire]=~corrected_data[error_bit_wire];  
    end
endmodule
--- /design/flow/constraint.sdc ---
current_design parity_corrector

set clk_period 4.9
set clk_io_pct 0.2

create_clock -name clk0 -period $clk_period

set non_clock_inputs [all_inputs -no_clocks]
set_input_delay [expr $clk_period * $clk_io_pct] -clock clk0 $non_clock_inputs
set_output_delay [expr $clk_period * $clk_io_pct] -clock clk0 [all_outputs]
--- /design/flow/run.sh ---
#!/bin/bash
# OpenROAD 26Q1-2900-gdf79404cd8, Yosys 0.63+post, stock flow scripts
make -C /OpenROAD-flow-scripts/flow DESIGN_CONFIG=/design/flow/config.mk WORK_HOME=/design/flow/orfs finish
--- /design/flow/config.mk ---
export PLATFORM = sky130hd
export DESIGN_NAME = parity_corrector
export DESIGN_NICKNAME = parity_corrector
export VERILOG_FILES = /design/flow/design.v
export SDC_FILE = /design/flow/constraint.sdc
export NUM_CORES = 4
export LEC_CHECK = 1
export CORE_AREA = 10 10 70 70
export DIE_AREA = 0 0 80 80
==> git commit body <==
Add synthesis and place-and-route results

* Final cycle utilization of the critical path: 90.0%
- The floorplan step records an initial core utilization of 8.61%.
* Crit-path slowest cell: sky130_fd_sc_hd__xnor2_1
- Buffers added to address setup during post-CTS repair amount to 0.
- Proportion of synthesized chip area in sequential cells: 0%
- Synth Warn #: 1
- Area Overhead vs Synth: 81.7%
- Yosys reports a chip area of around 300 um^2.
* Sequential cell count: 0
- Largest net degree at the start of global routing: 13
- Dividing the detail-routed wire length by the instance count gives 8.46 um.
- Worst Hold Endpoint: corrected_data[0]
* Maximum clock rate: 227 MHz
- In this run the vertical extent of the chip is 80 um.
* Stage-log warning count: 32
- Relative slew slack: between 30 and 40%
- Met3 layer usage reported by global route: less than 1%
- Number of placed instances, taps included: 104
* Critical path data required time: 3.92 ns
- Detailed-route wire length: 880 um
* Final total negative setup slack: 0 ns
* Proportion of layout cells with a drive suffix above 1: 12.1%
- Per the post-run analysis, buffers plus inverters along the critical path come to 2.
- HPWL after DPL: 753 um
* First-pass GRT wire length: 1410 um
- Worst Path Max Fanout: 12
- Quantity of I/O buffers inserted on ports: 19
- The global routing stage identified its most utilized layer as met2.
- In this run the full chip footprint comes out at between 6000 and 7000 um^2.
- After clock tree synthesis, the repair step resized 0 gates.
- Leakage: roughly 0.00018 uW
- Met2 Usage GRT: 4.41%
- Post-detailed-route DRC marker count: 0
- Row generation in the floorplan step produced 21 rows.
- Global routing used 2.57% of the available tracks across all layers.
- Number of antenna violations at the first check in global routing: 0
* IO Count: 19
- The analysis reports a worst IR drop on VDD of 0.0236 mV.
- Excluding fillers, the count of instances in the completed layout stands at 104.
- Across all layers, the routed design uses between 300 and 400 vias.
* Number of distinct library cells after synthesis: 17
* Overall power of the completed layout: 95.6 uW
- The first detailed-routing pass ran for 2 iterations.
* Hold-fix buffer count after cts: 0
* DR vias/cell: about 3.1
* Area of all placed cells without fillers: 534 um^2
* Core region area: 3420 um^2
- In this design, the stage delay of the slowest critical-path cell is 0.79 ns.
- Number of DRC markers in iteration 0: 26
- Capturing element type of the critical path: output pin
* Synthesized netlist cell count: 40
* Total setup violations reported at the end of the flow: 0
- The path class of the tightest hold or removal check is in -> out.
- Counting endpoints that fail hold in the final report gives 0.
* Worst hold path stage count: 3
- Max-cap viol count: 0
- Measured along the x axis, the die boundary spans 80 um.
- Number of clock buffers in the layout: 0
- Dividing the synthesized area by the synthesized cell count gives 7.35 um^2.
- The flow reported a cell area power density of 179 nW/um^2.
- Cell Area, Synth: roughly 290 um^2
- Count of pins over their slew limit: 0
* Critical Path AT: between 3 and 4 ns
- Slew at the pin closest to its max-slew limit: approximately 0.98 ns
* Area taken by flip-flops and latches: 0 um^2
* Number of global-route vias before repair: around 320
- RSZ-0062 raised after global routing: false
* Post-layout utilization of the core: 15.6%
- Once placement finished, the instance area stood at 534 um^2.
- Residual overflow from global routing: 0
- The signal on the critical path passes through clkdlybuf4s50_1 > xor2_1 > xnor2_1 > and2b_1 > nand2_1 > xnor2_1 > clkdlybuf4s50_1.
- Start point of the critical path: data[6]
- Run status: finished, final reports clean
- For this design, Yosys synthesis ends with a cell count of 40.
* Antenna violation net count after detailed routing: 0
- The worst setup path is launched from a primary input.
- Top cell family by delay on the critical path: XOR/XNOR gates
* RePlAce Congestion: ~0.73
- The clock period could shrink to 4.41 ns.
* Met1 track demand over resource: 3.25%
- Startpoint of the most critical hold path: data[0]
- In the setup report, the worst path falls into the class in -> out.
* Diodes inserted: 0
## cell usage after synthesis
cell	number	area, um^2
sky130_fd_sc_hd__nand2_1	6	22.5
sky130_fd_sc_hd__and2b_1	1	7.51
sky130_fd_sc_hd__xor2_2	1	16.3
sky130_fd_sc_hd__nand3_1	2	10.0
sky130_fd_sc_hd__nor3_1	1	5.00
sky130_fd_sc_hd__o32ai_1	1	8.76
sky130_fd_sc_hd__a31oi_1	1	6.26
sky130_fd_sc_hd__xor2_1	4	35.0
sky130_fd_sc_hd__inv_2	1	3.75
sky130_fd_sc_hd__xnor2_2	3	48.8
sky130_fd_sc_hd__a21oi_1	2	10.0
sky130_fd_sc_hd__o21a_1	1	7.51
sky130_fd_sc_hd__buf_4	1	7.51
sky130_fd_sc_hd__xnor2_1	7	61.3
sky130_fd_sc_hd__nor2_1	5	18.8
sky130_fd_sc_hd__nor3_2	2	20.0
sky130_fd_sc_hd__o21ai_0	1	5.00
## cell families after synthesis
group                  count (synthesis)  synth area share (%)
XOR/XNOR                              15                  54.9
AND-OR/OR-AND                          6                  12.8
AND/OR/NAND/NOR                       17                  28.5
buffers and inverters                  2                  3.83
## worst max-delay path by stage
stage / to / slack (ns) / cells after the start
CTS: corrected_data[2] / 0.49 / 7
finish: corrected_data[2] / 0.49 / 7
global route: corrected_data[6] / 0.30 / 6
## routing by layer
layer	vias to the layer above	share of wire, %	wire, um
li1	168	-	-
met1	140	44	388
met2	17	36	321
met3	0	19	169
met4	0	0	0
met5	-	0	0
## cell type report
| cell class | instances | area, um^2 |
|---|---|---|
| fill | 383 | 2880 |
| inverter | 1 | 3.75 |
| multi-input combinational | 38 | 283 |
| tap | 46 | 57.6 |
| timing repair buffer | 19 | 190 |
## per-stage QoR
stage                     hold WS [ns]  worst slack (ns)
after floorplan                   1.99              2.06
after global placement            2.90             0.501
after detailed placement          2.90             0.484
after CTS                         2.90             0.489
after global routing              2.93             0.295
final                             2.90             0.488
## cells in the final DEF (no fill, tap or decap)
| cell type | instances |
|---|---|
| sky130_fd_sc_hd__o21ai_0 | 1 |
| sky130_fd_sc_hd__o21a_1 | 1 |
| sky130_fd_sc_hd__xor2_2 | 1 |
| sky130_fd_sc_hd__xnor2_2 | 3 |
| sky130_fd_sc_hd__inv_2 | 1 |
| sky130_fd_sc_hd__clkdlybuf4s50_1 | 19 |
| sky130_fd_sc_hd__nor3_1 | 1 |
| sky130_fd_sc_hd__a31oi_1 | 1 |
| sky130_fd_sc_hd__xnor2_1 | 7 |
| sky130_fd_sc_hd__o32ai_1 | 1 |
| sky130_fd_sc_hd__nor3_2 | 2 |
| sky130_fd_sc_hd__xor2_1 | 4 |
| sky130_fd_sc_hd__nor2_1 | 5 |
| sky130_fd_sc_hd__nand3_1 | 2 |
| sky130_fd_sc_hd__and2b_1 | 1 |
| sky130_fd_sc_hd__nand2_1 | 6 |
| sky130_fd_sc_hd__a21oi_1 | 2 |
## power by group
group / switching (uW) / internal [uW] / total [uW]
Clock: 0 / 0 / 0
Sequential: 0 / 0 / 0
Combinational: 37.3 / 58.3 / 95.6
Total: 37.3 / 58.3 / 95.6
Power is estimated from default activity; no workload was simulated.
